File: design.v
module CLA4b(
    input wire [3:0] A,           
    input wire [3:0] B,           
    input wire cin,               
    output wire [3:0] sum,        
    output wire cout,             
    output wire PG,               
    output wire GG                
);
    wire [3:0] g, p;
    assign g = A & B;
    assign p = A | B;
    wire [2:0] c;
    assign c[0] = g[0] | (p[0] & cin);
    assign c[1] = g[1] | (p[1] & g[0]) | (p[1] & p[0] & cin);
    assign c[2] = g[2] | (p[2] & g[1]) | (p[2] & p[1] & g[0]) | (p[2] & p[1] & p[0] & cin);
    assign cout = g[3] | (p[3] & g[2]) | (p[3] & p[2] & g[1]) | (p[3] & p[2] & p[1] & g[0]) | (p[3] & p[2] & p[1] & p[0] & cin);
    assign sum = A ^ B ^ {c, cin};  
    assign PG = &p;
    assign GG = g[3] | (p[3] & g[2]) | (p[3] & p[2] & g[1]) | (p[3] & p[2] & p[1] & g[0]);
endmodule
module CLA8b(
    input wire [7:0] A,
    input wire [7:0] B,
    input wire cin,
    output wire [15:0] sum
);
    wire [1:0] PG, GG;
    wire C4;
    assign C4 = GG[0] | (PG[0] & cin);
    wire [7:0] add_result;
    CLA4b iAdd [1:0] (.A(A), .B(B), .cin({C4, cin}),
                      .sum(add_result), .cout(), .PG(PG), .GG(GG));
    wire C8;
    assign C8 = GG[1] | (PG[1] & GG[0]) | (PG[1] & PG[0] & cin);
    assign sum = {7'h00, C8, add_result};
endmodule
module CLA16b(
    input wire [15:0] A,
    input wire [15:0] B,
    input wire cin,
    output wire [15:0] sum
);
    wire [3:0] PG, GG;
    wire [2:0] C;
    assign C[0] = GG[0] | (PG[0] & cin);
    assign C[1] = GG[1] | (PG[1] & GG[0]) | (PG[1] & PG[0] & cin);
    assign C[2] = GG[2] | (PG[2] & GG[1]) | (PG[2] & PG[1] & GG[0]) | (PG[2] & PG[1] & PG[0] & cin);
    CLA4b iAdd [3:0] (.A(A), .B(B), .cin({C, cin}),
                      .sum(sum), .cout(), .PG(PG), .GG(GG));
endmodule
module Multiplier8b(
    input wire clk,
    input wire rst_n,
    input wire start,
    input wire [7:0] A,
    input wire [7:0] B,
    input wire [2:0] opcode,
    output reg done,
    output wire [15:0] result
);
    reg [15:0] mul_A0, mul_A1, mul_A2, mul_A3, mul_A4, mul_A5, mul_A6, mul_A7;
    always_ff @(posedge clk) begin
        if(~rst_n) begin
            mul_A0 <= 16'h0;
            mul_A1 <= 16'h0;
            mul_A2 <= 16'h0;
            mul_A3 <= 16'h0;
            mul_A4 <= 16'h0;
            mul_A5 <= 16'h0;
            mul_A6 <= 16'h0;
            mul_A7 <= 16'h0;
        end
        else begin
            mul_A0 <= (B[0]) ? {8'h00, A} : 16'h0;
            mul_A1 <= (B[1]) ? {7'h00, A, 1'h0} : 16'h0;
            mul_A2 <= (B[2]) ? {6'h00, A, 2'h0} : 16'h0;
            mul_A3 <= (B[3]) ? {5'h00, A, 3'h0} : 16'h0;
            mul_A4 <= (B[4]) ? {4'h0, A, 4'h0} : 16'h0;
            mul_A5 <= (B[5]) ? {3'h0, A, 5'h00} : 16'h0;
            mul_A6 <= (B[6]) ? {2'h0, A, 6'h00} : 16'h0;
            mul_A7 <= (B[7]) ? {1'h0, A, 7'h00} : 16'h0;
        end
    end
    wire [15:0] sum_bit01, sum_bit23, sum_bit45, sum_bit67;
    CLA16b iAdd_bit01(.A(mul_A0), .B(mul_A1), .cin(1'b0), .sum(sum_bit01));
    CLA16b iAdd_bit23(.A(mul_A2), .B(mul_A3), .cin(1'b0), .sum(sum_bit23));
    CLA16b iAdd_bit45(.A(mul_A4), .B(mul_A5), .cin(1'b0), .sum(sum_bit45));
    CLA16b iAdd_bit67(.A(mul_A6), .B(mul_A7), .cin(1'b0), .sum(sum_bit67));
    reg [15:0] sum_reg_bit01, sum_reg_bit23, sum_reg_bit45, sum_reg_bit67;
    always_ff @(posedge clk) begin
        if(~rst_n) begin
            sum_reg_bit01 <= 16'h0;
            sum_reg_bit23 <= 16'h0;
            sum_reg_bit45 <= 16'h0;
            sum_reg_bit67 <= 16'h0;
        end
        else begin
            sum_reg_bit01 <= sum_bit01;
            sum_reg_bit23 <= sum_bit23;
            sum_reg_bit45 <= sum_bit45;
            sum_reg_bit67 <= sum_bit67;
        end
    end
    wire [15:0] sum_bit0123, sum_bit4567;
    CLA16b iAdd_bit0123(.A(sum_reg_bit01), .B(sum_reg_bit23), .cin(1'b0), .sum(sum_bit0123));
    CLA16b iAdd_bit4567(.A(sum_reg_bit45), .B(sum_reg_bit67), .cin(1'b0), .sum(sum_bit4567));
    reg [15:0] sum_reg_bit0123, sum_reg_bit4567;
    always_ff @(posedge clk) begin
        if(~rst_n) begin
            sum_reg_bit0123 <= 16'h0;
            sum_reg_bit4567 <= 16'h0;
        end
        else begin
            sum_reg_bit0123 <= sum_bit0123;
            sum_reg_bit4567 <= sum_bit4567;
        end
    end
    CLA16b iAdd_result(.A(sum_reg_bit0123), .B(sum_reg_bit4567), .cin(1'b0), .sum(result));
    reg done3, done2, done1;
    always_ff @(posedge clk) begin
        if(~rst_n) begin
            done3 <= 1'b0;
            done2 <= 1'b0;
            done1 <= 1'b0;
            done <= 1'b0;
        end
        else begin
            done3 <= start & ~done & (opcode == 3'b100);
            done2 <= done3 & ~done;
            done1 <= done2 & ~done;
            done <= done1 & ~done;
        end
    end
endmodule
module ALU(
    input wire clk,
    input wire rst_n,
    input wire [7:0] A,
    input wire [7:0] B,
    input wire start,
    input wire [2:0] opcode,
    output wire [15:0] result,
    output wire done
);
    wire [15:0] add_result, mul_result;
    reg single_cycle_done, multi_cycle_done;
    always_ff @(posedge clk) begin
        if(~rst_n)
            single_cycle_done <= 1'b0;
        else
            single_cycle_done <= (start & (|opcode));
    end
    CLA8b iAdder(.A(A), .B(B), .cin(1'b0), .sum(add_result));
    Multiplier8b iMul(.clk(clk), .rst_n(rst_n), .start(start), .A(A), .B(B), .opcode(opcode),
                      .done(multi_cycle_done), .result(mul_result));
    assign result = opcode[2] ? mul_result : 
                    (opcode[1:0] == 2'b01) ? add_result :
                    (opcode[1:0] == 2'b10) ? {8'h00, A & B} :
                    (opcode[1:0] == 2'b11) ? {8'h00, A ^ B} : 16'h0;
    assign done = opcode[2] ? multi_cycle_done : single_cycle_done;
endmodule: ALU
File: run.sh
#!/bin/bash
# OpenROAD 26Q1-2900-gdf79404cd8, Yosys 0.63+post, stock flow scripts
make -C /OpenROAD-flow-scripts/flow DESIGN_CONFIG=/design/flow/config.mk WORK_HOME=/design/flow/orfs finish
File: config.mk
export PLATFORM = sky130hd
export DESIGN_NAME = ALU
export DESIGN_NICKNAME = ALU
export VERILOG_FILES = /design/flow/design.v
export SDC_FILE = /design/flow/constraint.sdc
export NUM_CORES = 4
export LEC_CHECK = 1
export CORE_UTILIZATION = 40
File: constraint.sdc
current_design ALU

set clk_period 3.9
set clk_io_pct 0.2

create_clock -name clk0 -period $clk_period [get_ports {clk}]

set non_clock_inputs [all_inputs -no_clocks]
set_input_delay [expr $clk_period * $clk_io_pct] -clock clk0 $non_clock_inputs
set_output_delay [expr $clk_period * $clk_io_pct] -clock clk0 [all_outputs]
==> design notes <==
The share of cells above drive strength 1 works out to 14.6%. Start point of the worst min-delay path: iMul.done2. The routed layout has 5071 vias. The startpoint class of the critical path is an input port. The tools report the number of standard-cell rows in the floorplan as 48. The final critical-path required period came out at 3.85 ns. Yosys shows that the main logic family after synthesis is adder cells.

The transition time at the pin with the least slew margin is 0.601 ns. The routed design shows a via density per instance of 4.63. The worst hold path depth is 1. The worst-skew pair later-pin latency came out at 0.41 ns. TritonCTS built the clock tree. The tool flagged a number of max-cap violations equal to 0.

For reference, the most critical setup path is categorized as input port to output pin. The slowest stage of the critical path is the or4_1 cell. Cell type group with the largest total delay on the critical path: buffers and inverters. Final hold analysis gives a worst-case slack of 0.425 ns. The number of hold buffers added after CTS was 0.

For the pin count of the biggest net entering global routing, the log shows 64. For this block, the initial DRC count from the detailed router was 195. The OpenROAD warning count was 91; the die area was 18700 um^2.

The vertical die dimension reported for this design is 137 um. Per STA, the library cell used most along the worst path is clkdlybuf4s50_1. Sequential cells burn 40.2% of the power. For reference, the critical path is launched at A[5]. For the netlist area before placement, the log shows 7280 um^2. Per the final timing report, the hold violations number 0.

Internal power comes to 2810 uW. The cell type contributing the most total cell area after synthesis was dfxtp_1. For the fraction of power consumed by combinational cells, the log shows 11.9%. Average routed wire per standard cell: 13.5 um. The class of the tightest hold or removal check is flip-flop to flip-flop.

The Yosys step of the flow raised 2 warnings. The worst register-to-register path begins at iMul.sum_reg_bit01[2]. According to the Yosys statistics, the synthesized design has a chip area of 7280 um^2. According to the dpl log, the detail-placed design has an HPWL of 11200 um. With the area share of and/or/nand/nor cells after synthesis at 17.1%, the placed cell count is 1061. The run finished with clean final reports. Synthesis produced 774 cells. The logs give 0.259 GHz for the achievable clock frequency and 1096 for the count of non-filler cells in the finished layout.

The run gives 2 for the biggest fanout along the worst timing path. In this run the standard cell core region covers 17500 um^2. The worst path buffer plus inverter count was 3. The post-detailed-route DRC marker count was 0. Recorded from the global router log, the overflow total was 0. The post-synth count of flops with an enable pin is 0. Of the post-synthesis cell area, the part taken by muxes is 2.22%.

For reference, the final report shows the max-slew violation count at 0. The run gives 22.9% for the switching share of total power. Power spread over the standard cell area amounts to 406 nW/um^2. Deepest level of the CTS H-tree: 4.

The tools report the critical path required time as 3.12 ns. The placement report lists the number of port buffers as 38. First-pass GRT wire length: 24700 um.

The final setup violation count is 0, and the post-synthesis adder-cell area fraction is 24.5%. Setup repair after global routing left no endpoint under its margin. The run gives 134 as the number of clock sinks. The share of the core area taken by cells at floorplan is 41.5%. Clock tree synthesis inserted a total of 17 buffers. The antenna diode instance count was 0; the mean instance size in the synthesized netlist was 9.41 um^2. The synthesized-area fraction occupied by xor and xnor cells works out to 2.77%.

The run gives 0 as the number of antenna violations at the first check in global routing. STA classifies the critical path endpoint as an output pin. The total of flip-flops plus latches after synthesis was 134; the wire length reported by the detailed router was 14800 um.

The run gives 4920 for the via count of the first global-routing pass. The leakage power in the latest report is 0.00409 uW. The tools report the number of distinct library cell variants in the gate-level netlist after synthesis as 58. The area growth from synthesis to final layout is 23.3%. The design draws 3650 uW. The longest incremental delay of any stage on the critical path is reported as 0.53 ns.

The final setup skew is 0.00645 ns. The proportion of register bits with asynchronous set or reset after synthesis is 0%. Cells fill 51.2% of the core in the end.

In this run the critical path is formed by clkdlybuf4s50_1 > clkinv_1 > ha_1 > or4_1 > a21oi_1 > a311oi_1 > o22ai_1 > clkdlybuf4s50_1. The worst supply voltage drop on vdd is 0.293 mV. Per the post-route antenna check, the number of violating nets is 0. With the area share of the largest cell type after synthesis at 36.8%, the last weighted congestion value of the routability-driven placer is 0.914. CTS placed an instance of clkbuf_16 at the clock tree root. Per the Yosys statistics, synthesis produced 774 cells. The run gives 10 for the logic depth of the worst register-to-register path. The run gives 8.70% for the and-or/or-and share of the synthesized area.

On the worst setup and hold paths after CTS, the clock-pin slew comes to 0.06 ns. According to the report, the first pass of detailed routing completed in 4 iterations. The synthesis report lists the most area-consuming cells as dfxtp_1 37%, ha_1 19%, inv_1 6.0%. The logs give 2 for the worst-case clock buffer depth and 3.07 ns for the arrival time reported for the critical path endpoint. The clock share of power is 47.9%, and the horizontal die size is 137 um. The worst pin sits at a relative slew slack of 58.9%. The run gives 17.8% for the overall routing resource usage. The tools report the share of the yosys chip area belonging to registers as 36.8%.

Among all flip-flop cells after synthesis, the most frequent one is dfxtp_1. For the number of ports placed on the die boundary, the log shows 39. In this run the power spent charging and discharging nets is 836 uW. The timing report lists the critical path depth as 8 cells. Dividing the final minimum period by the clock period gives 98.8%.
[state kept, by name, indices dropped and copies added (netlist names), 8 cells and up]
signal	count
iMul.mul_A0	8
iMul.mul_A1	8
iMul.mul_A2	8
iMul.mul_A3	8
iMul.mul_A4	8
iMul.mul_A5	8
iMul.mul_A6	8
iMul.mul_A7	8
iMul.sum_reg_bit01	10
iMul.sum_reg_bit0123	13
iMul.sum_reg_bit23	10
iMul.sum_reg_bit45	10
iMul.sum_reg_bit4567	12
iMul.sum_reg_bit67	10
[path summary, 6_finish.rpt]
check | end | slack [ns]
setup reg to reg | iMul.sum_reg_bit0123[9] | 1.34
hold / removal | iMul.done1 | 0.42
hold reg to reg | iMul.done1 | 0.42
setup / recovery | result[6] | 0.05
[cell type report]
cell class	count	area (um^2)
Tap cell	225	282
Timing Repair Buffer	86	747
Sequential cell	134	2680
Inverter	132	503
Fill cell	1537	8560
Clock buffer	19	453
Clock inverter	13	201
Multi-Input combinational cell	487	4110
[stage by stage]
stage,worst slack [ns],TNS [ns],instance area (um^2)
floorplan,0.542,0,7280
global placement,-0.470,-1.45,8190
detailed placement,-0.539,-1.56,8190
CTS,0.00635,0,8960
global route,0.00147,0,8970
finish,0.0450,0,8970
[cell families after synthesis]
logic type	after synthesis
mux	15
xor+xnor	23
simple gates	233
fa+ha+maj	131
flops	134
buf+inv	153
compound gates	85
[metal layers]
metal / up-vias / global-route usage [%] / part of all wire (%)
met1: 2287 / 28.0 / 52
met4: 0 / 2.20 / 1.2
li1: 2700 / - / -
met2: 73 / 26.9 / 43
met5: - / 0 / 0
met3: 11 / 3.10 / 3.9
[cells in the final DEF (no fill, tap or decap), drive strengths merged, types with 7 or more instances in the layout]
cell and count:
clkbuf 19, xor2 10, nor2b 12, clkinv 20, nor3 64, and3 18
ha 112, nor2 46, xnor2 13, dfxtp 134, inv 120, nand2 21
o21ai 7, and2 33, o21bai 14, nand2b 13, clkdlybuf4s50 25, a21oi 23
fa 19, or3 9, mux2 9, buf 49
[power by group through the flow]
stage     Combinational, uW  Clock [uW]  Sequential, uW
4_1_cts                 436        1780            1470
6_report                433        1750            1470
5_1_grt                 490        1840            1470
[repair_timing]
action                     CTS  global route
setup endpoints to repair    5             4
gates resized               41             7
pin swaps                   10             3
buffers inserted             4             0
[Yosys cell counts, types with 2 or more instances]
cell type and number:
a2111oi_0 2, a211oi_1 2, a21boi_0 2, a21oi_1 23
a221oi_1 6, a311oi_1 2, a31oi_1 3, and2_1 33
and3_1 18, buf_1 2, buf_2 2, clkbuf_1 17
clkinv_1 15, dfxtp_1 134, fa_1 19, ha_1 112
inv_1 117, mux2_2 9, mux2i_1 6, nand2_1 21
nand2b_1 13, nand3_1 4, nor2_1 45, nor2b_1 12
nor3_1 64, nor3b_1 3, nor4_1 3, o211a_1 3
o211ai_1 2, o21a_1 3, o21ai_0 6, o21bai_1 13
o31ai_1 2, o41ai_1 2, or2_2 2, or3_1 9
xnor2_1 13, xor2_1 10
No activity file was given, so power comes from the tool's default toggle rates.
